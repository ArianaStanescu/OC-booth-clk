===== flow/design.v =====
module control_unit(
  input clk, rst_b, bgn, q_1, q0, count7,  
  output reg c0, c1, c2, c3, c4, c5, c6, stop  
);
localparam S0 = 3'b000;
localparam S1 = 3'b001;
localparam S2 = 3'b010;
localparam S3 = 3'b011;
localparam S4 = 3'b100;
localparam S5 = 3'b101;
localparam S6 = 3'b110;
localparam S7 = 3'b111;
reg [2:0] st;
reg [2:0] st_nxt;
  always@(*) begin
    case(st)
      S0 : begin 
            stop = 0;
            c0=0;c1=0;c2=0;c3=0;c4=0;c5=0;c6=0;
            if(bgn) st_nxt = S1;
              else st_nxt = S0;
            end
      S1 : begin
            c0=1;
            st_nxt = S2;
          end 
      S2 : begin
            c0=0;   
            c1 = 1; 
            c4 = 0;
            if(q0 == 0 && q_1 == 1) st_nxt = S3;
            else if(q0 == 1 && q_1 == 0) st_nxt = S4;
            else st_nxt = S5;   
          end
      S3 : begin
            c1=0;
            c2=1;
            st_nxt = S5;
          end
      S4 : begin
            c1=0;
            c2= 1;
            c3 = 1;
            st_nxt = S5;
          end
      S5 : begin
            c1=0;
            c2 = 0;
            c3 = 0;
            c4 = 1;
            if(count7 == 0)
              st_nxt = S2;
            else st_nxt = S6;
          end
       S6 : begin
            c1=0;
            c2=0;
            c3=0;
            c4=0;
            c5=1;
            st_nxt = S7;
          end
        S7 : begin
            c5=0;
            c6=1;
            stop = 1;
            st_nxt = S0;
          end
    endcase
end
always@(posedge clk, negedge rst_b) begin
  if(!rst_b) st <= S0;  
  else st <= st_nxt;
end
endmodule

===== flow/run.sh =====
#!/bin/bash
# OpenROAD 26Q1-2900-gdf79404cd8, Yosys 0.63+post, stock flow scripts
make -C /OpenROAD-flow-scripts/flow DESIGN_CONFIG=/design/flow/config.mk WORK_HOME=/design/flow/orfs finish

===== flow/config.mk =====
export PLATFORM = sky130hd
export DESIGN_NAME = control_unit
export DESIGN_NICKNAME = control_unit
export VERILOG_FILES = /design/flow/design.v
export SDC_FILE = /design/flow/constraint.sdc
export NUM_CORES = 4
export LEC_CHECK = 1
export CORE_AREA = 10 10 70 70
export DIE_AREA = 0 0 80 80

===== flow/constraint.sdc =====
current_design control_unit

set clk_period 1.4
set clk_io_pct 0.2

create_clock -name clk0 -period $clk_period [get_ports {clk}]

set non_clock_inputs [all_inputs -no_clocks]
set_input_delay [expr $clk_period * $clk_io_pct] -clock clk0 $non_clock_inputs
set_output_delay [expr $clk_period * $clk_io_pct] -clock clk0 [all_outputs]

==> impl.org <==
#+TITLE: Implementation results

** Setup path
- Largest fanout on the critical path :: 2
- Across all register-to-register paths, the minimum setup slack is around 420 ps.
- Worst setup SP type :: primary input
- Data on the critical path is required at its endpoint by ~1600 ps.
- The worst setup path is captured at a flip-flop.
- For the worst setup path, the data arrival time is 1270 ps.
- The endpoint identified for the worst register-to-register timing path is st[5].
- The startpoint identified for the worst register-to-register timing path is st[1].
- Reg2reg path depth :: 2
- Launching element of the worst setup path :: q_1
- The critical path is of the in -> reg type.

** Logic synthesis
- Area fraction in and, or, nand and nor cells after synthesis :: between 10% and 20%
- After synthesis, the share of cell area in mux cells is 0%.
- In the synthesized netlist, the dominant kind of combinational cell is simple AND/OR/NAND/NOR gates.
- Area fraction in full adders, half adders and majority gates :: ~5.4%
- In this run the mean area of a mapped cell was roughly 12 um^2.
- Cells after synthesis :: 39
- Cells taking the most area after synthesis :: sky130_fd_sc_hd__dfrtp_1 38%, sky130_fd_sc_hd__dlxtn_1 23%, sky130_fd_sc_hd__dfstp_2 5.7%, sky130_fd_sc_hd__and2_1 5.4%, sky130_fd_sc_hd__ha_1 5.4%
- Area leader, netlist :: sky130_fd_sc_hd__dfrtp_1
- Ao+oa area frac :: a little over 5%
- In this run, synthesis produced a sequential element count of 15.
- In the synthesis report, Yosys lists the chip area as roughly 460 um^2.
- The warning tally printed by Yosys for this design is 1.
- Synthesized-area fraction occupied by xor and xnor cells :: 0%
- After synthesis, the netlist uses 18 different library cells.
- For this design, Yosys synthesis ends with a cell count of 39.
- Total standard cell area after synthesis :: 464.2 um^2
- After synthesis, the largest area contributor takes up 37.74% of total cell area.

** Timing
- The timer found 7 register pins that no clock reaches; their paths are not timed.
- The final timing summary puts the cycle share of the worst path at about four fifths.
- For the final routed database, the setup TNS stands at 0 ps.
- For reference, the final report shows the max-slew violation count at 0.
- Setup repair after global routing left no endpoint under its margin.
- Max Clock Freq :: ~900 MHz
- Post-route minimum period :: approximately 1100 ps
- Final hold analysis gives a worst-case slack of around 290 ps.
- Number of unconstrained endpoints :: 15
- In the final report, the number of hold violations comes to 0.
- The transition time recorded at the tightest slew-check pin is between 300 and 400 ps.
- Per the slew report, the remaining headroom to the max-slew limit stands at roughly 77%.
- The final timing report lists clock skew as 7.827 ps.
- Final Setup Violations :: 0

** Floorplanning
- For reference, the placement row count at floorplan is 21.
- Fp util :: between 10% and 20%
- Horizontal die size :: 80 um
- Area of the die :: 6400 um^2
- Height of the die :: ~80 um
- The core region is roughly 3400 um^2.
- Boundary Pins :: 14

** Detailed routing
- Final routed DRC violation total :: 0
- Vias per std cell :: approximately 3.0
- DR iter-0 viols :: 15
- Summing over every cut layer, the via total after detailed routing is just over 300.
- Initial DRT Pass Iterations :: 2
- Average wire per cell in the routed design :: about 8.4 um
- Count of nets left with antenna violations after detail routing :: 0
- Aggregate routed wire length :: ~850 um
- ANT cells :: 0

** CTS
- Clock latency of the later-clocked register in the worst-skew pair :: between 200 and 300 ps
- Max H-tree Level :: 1
- Per the CTS log, the buffer count on the longest clock path is 2.
- CTS placed an instance of sky130_fd_sc_hd__clkbuf_4 at the clock tree root.
- Per the repair_timing log after CTS, setup buffers inserted total 0.
- Clock tree synthesis inserted a total of 3 buffers.
- Resized cells post-CTS :: 0
- CTS clock-pin slew for the worst setup and hold paths :: ~60 ps
- TritonCTS built the clock tree.
- Hold-fix buffers at CTS :: 0

** Global routing
- Global Route Usage Sum :: under 10%
- Total grt overflow :: 0
- The first global-routing pass estimated 1331 um of wire.
- Entering global routing, the biggest net connects 9 pins.
- Initial antenna violation count :: 0
- Number of global-route vias before repair :: approximately 280

** Power and ir drop
- The report lists the power per cell area as 662.5 nW/um^2.
- Leakage Power :: 0.3559 nW
- Power comes to around 0.00044 W.
- Peak supply drop :: between 0.2 and 0.25 mV

** Layout
- Post-route cell area :: roughly 670 um^2
- Summing all multi-input logic gate instances after layout gives ~140 um^2.
- Footprint of the flip-flops and latches :: between 300 and 400 um^2
- Layout fillers :: 382
- The area growth from synthesis to layout is 44.47%.
- The layout summary lists the proportion of cells stronger than drive strength 1 as between 10% and 20%.

** Job
- Max-capacitance violation count :: 0
- The stage logs contain a warning count of 26.

** Placement
- After detailed placement, the total cell area comes to about 640 um^2.
- In this run the tool buffered the top-level ports with 13 buffer cells.
- Weighted congestion at the end of routability-driven global placement :: 0.8000

** Worst hold path
- The most critical min-delay path falls under in -> async.

** Status
- Result of the run :: finished, final reports clean
[worst max path at each step]
| stage | depth (start not counted) | slack [ps] | to |
|---|---|---|---|
| 4_1_cts | 4 | 290 | st[5] |
| 5_1_grt | 4 | 270 | st[5] |
| 6_report | 4 | 280 | st[5] |
[metal layers]
metal	vias to the layer above	global-route usage, %	wire, um	part of all wire, %
li1	154	-	-	-
met1	132	3.686	413	49
met2	15	2.889	260	31
met3	4	2.273	156	18
met4	0	0.7042	19	2.2
met5	-	0	0	0
[registers in the layout (all words and copies together) (netlist names)]
name and count:
st 8, c0 1, c1 1, c2 1
c3 1, c4 1, c5 1, stop 1
[worst max-delay path, cell delays in order]
cell and delay, ps:
sky130_fd_sc_hd__clkdlybuf4s50_1 480, sky130_fd_sc_hd__inv_1 50, sky130_fd_sc_hd__ha_1 280, sky130_fd_sc_hd__a21o_2 180
[synthesized netlist by cell type]
| master | number |
|---|---|
| sky130_fd_sc_hd__ha_1 | 2 |
| sky130_fd_sc_hd__inv_1 | 4 |
| sky130_fd_sc_hd__nand2_1 | 1 |
| sky130_fd_sc_hd__a21o_1 | 2 |
| sky130_fd_sc_hd__nor4_1 | 1 |
| sky130_fd_sc_hd__a21o_2 | 1 |
| sky130_fd_sc_hd__or3_1 | 1 |
| sky130_fd_sc_hd__dfrtp_1 | 7 |
| sky130_fd_sc_hd__nor2_1 | 1 |
| sky130_fd_sc_hd__dfstp_2 | 1 |
| sky130_fd_sc_hd__or2_2 | 2 |
| sky130_fd_sc_hd__buf_4 | 1 |
| sky130_fd_sc_hd__or2_4 | 1 |
| sky130_fd_sc_hd__or4_1 | 1 |
| sky130_fd_sc_hd__dlxtn_1 | 7 |
| sky130_fd_sc_hd__or2_1 | 1 |
| sky130_fd_sc_hd__nand2b_1 | 1 |
| sky130_fd_sc_hd__and2_1 | 4 |
[through the flow]
stage	cells	worst slack, ps	util, %
4_1_cts	101	286.8	19.63
5_1_grt	101	269.7	19.63
3_3_place_gp	97	18.40	18.86
6_report	101	283.8	19.63
2_1_floorplan	39	496.6	-
3_5_place_dp	97	9.261	18.86
[final cells by class]
type                       instances  area share [%]
tap                               46           8.582
inverter                           4           2.239
clock buffer                       4           3.918
sequential                        15           45.71
multi-input combinational         19           20.15
timing repair buffer              13           19.40
[power breakdown]
part           switching (W)  total [W]  internal [W]
Sequential                 0   0.000232      0.000232
Combinational     0.00000996  0.0000246     0.0000146
Clock              0.0000791   0.000188      0.000109
Total              0.0000891   0.000444      0.000355
[cell usage in the layout, fill, tap and decap left out]
cell type	netlist	routed
sky130_fd_sc_hd__clkdlybuf4s50_1	0	13
sky130_fd_sc_hd__dlxtn_1	7	7
sky130_fd_sc_hd__dfrtp_1	7	7
sky130_fd_sc_hd__inv_1	4	4
sky130_fd_sc_hd__and2_1	4	4
sky130_fd_sc_hd__clkbuf_4	0	3
sky130_fd_sc_hd__a21o_1	2	2
sky130_fd_sc_hd__or2_2	2	2
sky130_fd_sc_hd__ha_1	2	2
sky130_fd_sc_hd__or2_4	1	1
sky130_fd_sc_hd__a21o_2	1	1
sky130_fd_sc_hd__nor4_1	1	1
sky130_fd_sc_hd__nand2b_1	1	1
sky130_fd_sc_hd__or3_1	1	1
sky130_fd_sc_hd__or2_1	1	1
sky130_fd_sc_hd__or4_1	1	1
sky130_fd_sc_hd__nor2_1	1	1
sky130_fd_sc_hd__nand2_1	1	1
sky130_fd_sc_hd__clkbuf_1	0	1
sky130_fd_sc_hd__dfstp_2	1	1
[cell families after synthesis]
logic type | after synthesis
AOI/OAI and AO/OA | 3
adders and majority gates | 2
buffers and inverters | 5
DFF | 8
latches | 7
and+or+nand+nor | 14
Power and IR drop assume default switching activity.
