--- /design/flow/run.sh ---
#!/bin/bash
# OpenROAD 26Q1-2900-gdf79404cd8, Yosys 0.63+post, stock flow scripts
make -C /OpenROAD-flow-scripts/flow DESIGN_CONFIG=/design/flow/config.mk WORK_HOME=/design/flow/orfs finish
--- /design/flow/config.mk ---
export PLATFORM = sky130hd
export DESIGN_NAME = adder_xor
export DESIGN_NICKNAME = adder_xor
export VERILOG_FILES = /design/flow/design.v
export SDC_FILE = /design/flow/constraint.sdc
export NUM_CORES = 4
export LEC_CHECK = 1
export CORE_AREA = 10 10 70 70
export DIE_AREA = 0 0 80 80
--- /design/flow/constraint.sdc ---
current_design adder_xor

set clk_period 3.4
set clk_io_pct 0.2

create_clock -name clk0 -period $clk_period

set non_clock_inputs [all_inputs -no_clocks]
set_input_delay [expr $clk_period * $clk_io_pct] -clock clk0 $non_clock_inputs
set_output_delay [expr $clk_period * $clk_io_pct] -clock clk0 [all_outputs]
--- /design/flow/design.v ---
module adder_xor(
  input [7  : 0] x, y,  
  input c3,
  output  [7 : 0] out
);
wire [8 : 0] carry;
wire [7:0] out_xor;
generate 
  genvar i;
    for(i = 0; i < 8; i = i + 1)
      begin : vecti
        xor_m_c3 inst_xor(.m(x[i]), .c3(c3), .out(out_xor[i]));
    end
endgenerate
assign carry[0] = c3;
generate 
  genvar j;
    for(j = 0; j < 8; j = j + 1)
      begin : vectj
        fac inst_fac(.x(out_xor[j]), .y(y[j]), .out(out[j]), .cin(carry[j]), .cout(carry[j + 1]));
    end
endgenerate
endmodule
module fac(
  input x, y , cin,
  output out, cout
);
assign out = x ^ y ^ cin;
assign cout = cin & y | x & cin | x & y;
endmodule
module xor_m_c3( 
  input wire m, c3,
  output wire out);
  assign out = m ^ c3;
endmodule
==> flow_summary.ini <==
; implementation run metrics
[status]
status = finished, violations left
violations = negative setup slack

[power]
power_leakage_nw = 0.2777
power_mw = 0.1101
ir_worst_vdd_uv = 66.37
powerDensity_nw_per_um2 = 177.1

[global_routing]
grt_usage_pct = 2.611
grt_pass1_vias = 306
antenna_found_initial = 0
grt_pass1_wl_um = 1386
grt_max_degree = 5
grt_overflow_total = 0

[synth]
top_cell = inv_1
synth_cells = 37
synth_cell_type_count = 8
top_cells_by_count = inv_1, buf_4, xnor2_1
top_area_cell = fa_1
yosysCellCount = 37
syn_avg_cell_area_um2 = 9.164
ys_warn_count = 0
yosysChipArea_um2 = 339.1
syn_area_um2 = 339.1
ys_top_cells_by_area = fa_1, xnor2_1, buf_4
synth_top_area_share_pct = 35.42
ys_seq_share_pct = 0

[final_layout]
flops = 0
area_delta_synth_final_pct = 83.39
n_clock_buffer = 0
drive_gt1_share_pct = 44.64
register_area_um2 = 0

[place]
globalplace.congestion = 0.8003
dp_hpwl_um = 761.6
port_buffers = 25
place_ws_ns = -1.532

[sta]
hold_viol_final = 0
whs_ns = 1.858
setup_tns_ns = -1.253
slew_headroom_pct = 85.76
finalWorstSetupSlack_ns = -0.6041
rsz0062_at_grt = yes
period_minus_slack_ns = 4.004
worst_slew_pin_slew_ns = 0.2121
finalCritPeriodShare_pct = 117.8
fmax_ghz = 0.2497
setup_viol_count_final = 3
maxSlewViolCount = 0

[floorplanning]
core_area_um2 = 3416
die_area_um2 = 6400
die_h_um = 80
die_w_um = 80
ios = 25
num_rows = 21
initial_core_util_pct = 9.927

[worst_setup_path]
path_delay_family = adder cells
end_kind = primary output
setup.worst_path.end = out[7]
critical_path.max_stage_delay_ns = 0.36
critical_path.cell_chain = buf_6, xor2_2, fa_2, inv_2, fa_2, fa_2, fa_2, fa_2, fa_2, xnor2_2, xnor2_1, buf_2
critPathArrivalTime_ns = 3.32
start_kind = input port
path_class = input port to primary output
cpMostUsedCell = fa_2
cp.required_ns = 2.72
cp_max_fo = 1
path_buffers = 3
path_depth = 12
cp_slowest_cell = fa_2
crit_start = x[1]

[flow_run]
warnings = 35
drv_cap = 0

[route]
diodes = 0
routed_wirelength_um = 802
first_pass_iters = 2
drtAntennaViolNets = 0
routedWlPerCell_um = 7.863
drtIter0Drc = 2
drc = 0
avgViaCountPerCell = 2.500
num_vias = 255

[worst_hold_path]
min_path_type = input port to primary output
==> tightest hold or removal path, stage by stage <==
cell     delay (ns)
buf_8          0.08
buf_4          0.14
xnor2_2        0.11
xnor2_1        0.05
buf_2          0.10
==> stage by stage <==
step           utilization [%]  cell area (um2)  std cells
3_3_place_gp             18.17            620.6        101
5_1_grt                  18.21            621.8        102
6_report                 18.21            621.8        102
3_5_place_dp             18.17            620.6        101
4_1_cts                  17.95            613.1        102
2_1_floorplan                -            377.9         37
==> cell families (layout without fill, tap and decap cells) <==
| logic type | after synthesis | count (layout) | synth area share, % |
|---|---|---|---|
| XOR/XNOR | 10 | 10 | 28.05 |
| multiplexers | 1 | 1 | 3.321 |
| buffers and inverters | 20 | 39 | 33.21 |
| adder cells (fa/ha/maj) | 6 | 6 | 35.43 |
==> routing by layer <==
| metal | GRT usage (%) | wire, um | vias to the layer above |
|---|---|---|---|
| met5 | 0 | 0 | - |
| met4 | 0 | 0 | 0 |
| met3 | 1.364 | 139 | 0 |
| met2 | 3.933 | 311 | 20 |
| met1 | 3.455 | 350 | 105 |
| li1 | - | - | 130 |
==> repair_timing <==
item	in CTS	in global routing
pin swaps	9	9
endpoints found under the setup margin	6	4
setup buffers	1	0
hold buffers	0	0
cloned	0	0
endpoints found under the hold margin	0	0
gates resized	38	3
==> worst min-delay path by stage <==
stage | to | slack [ns] | startpoint | depth (start not counted)
finish | out[7] | 1.86 | c3 | 5
CTS | out[7] | 1.89 | c3 | 5
global route | out[7] | 1.92 | c3 | 5
==> layout make-up <==
type	count	area, um2
Tap cell	46	57.56
Inverter	11	41.29
Multi-Input combinational cell	17	267.8
Timing Repair Buffer	28	255.2
Fill cell	393	2794
==> cell usage in the layout (no fill, tap or decap) <==
| cell type | synthesis | final |
|---|---|---|
| clkdlybuf4s50_1 | 0 | 14 |
| inv_1 | 11 | 8 |
| fa_2 | 0 | 6 |
| xnor2_1 | 7 | 5 |
| buf_2 | 0 | 5 |
| xnor2_2 | 1 | 3 |
| inv_2 | 0 | 3 |
| buf_4 | 8 | 3 |
| dlygate4sd2_1 | 0 | 2 |
| buf_6 | 1 | 2 |
| xor2_1 | 2 | 1 |
| mux2_4 | 0 | 1 |
| xor2_2 | 0 | 1 |
| buf_8 | 0 | 1 |
| dlymetal6s2s_1 | 0 | 1 |
==> where the power goes <==
group	switching [mW]	internal [mW]	total [mW]	leakage [nW]
sequential	0	0	0	0
combinational	0.0361	0.0740	0.110	0.278
clock	0	0	0	0
total	0.0361	0.0740	0.110	0.278
Power and IR drop assume default switching activity.
