--- flow/run.sh ---
#!/bin/bash
# OpenROAD 26Q1-2900-gdf79404cd8, Yosys 0.63+post, stock flow scripts
make -C /OpenROAD-flow-scripts/flow DESIGN_CONFIG=/design/flow/config.mk WORK_HOME=/design/flow/orfs finish
--- flow/config.mk ---
export PLATFORM = sky130hd
export DESIGN_NAME = parallel_adder
export DESIGN_NICKNAME = parallel_adder
export VERILOG_FILES = /design/flow/design.v
export SDC_FILE = /design/flow/constraint.sdc
export NUM_CORES = 4
export LEC_CHECK = 1
export CORE_AREA = 10 10 70 70
export DIE_AREA = 0 0 80 80
--- flow/design.v ---
module fac(
  input x, y , cin,
  output out, cout
);
assign out = x ^ y ^ cin;
assign cout = cin & y | x & cin | x & y;
endmodule
module parallel_adder(
  input [7  : 0] x, y,  
  input c3,
  output  [8 : 0] out
);
wire [8 : 0] carry;
assign carry[0] = c3;
generate 
  genvar j;
    for(j = 0; j < 8; j = j + 1)
      begin : vect
        fac inst_fac(.x(x[j]), .y(y[j]), .out(out[j]), .cin(carry[j]), .cout(carry[j + 1]));
    end
endgenerate
endmodule
--- flow/constraint.sdc ---
current_design parallel_adder

set clk_period 4.4
set clk_io_pct 0.2

create_clock -name clk0 -period $clk_period

set non_clock_inputs [all_inputs -no_clocks]
set_input_delay [expr $clk_period * $clk_io_pct] -clock clk0 $non_clock_inputs
set_output_delay [expr $clk_period * $clk_io_pct] -clock clk0 [all_outputs]
==> impl_metrics.json <==
{
  "status": "finished, violations left",
  "violations": "setup timing",
  "die_area_um2": 6400,
  "postSynthSeqShare_pct": 0,
  "area_leaders": "fa_1, buf_4, xor3_1, inv_1, conb_1",
  "grt_max_degree": 2,
  "layout-drive-gt1-share_pct": 41.0,
  "tool_warnings": 34,
  "vias": 192,
  "yosys.area.top_type": "fa_1",
  "p_int_uw": 41.5,
  "simple_gate_share_pct": 0,
  "fin_util_pct": 14.8,
  "postCtsSetupBuffers": 0,
  "seq_cell_count": 0,
  "p_sw_share_pct": 27.7,
  "ys_sh_mux_pct": 0,
  "clkPwrFrac_pct": 0,
  "drt_iter0_drc": 0,
  "max_clock_freq_ghz": 0.223,
  "critPathKind": "in2out",
  "cts_hold_buffers": 0,
  "comb_power_share_pct": 100.0,
  "slew_violations": 0,
  "whs_ns": 2.50,
  "hold_depth": 5,
  "timing.final.crit_share_pct": 102,
  "io_pins": 26,
  "place_ws_ns": -0.807,
  "cp.arrival_ns": 3.60,
  "min-delay-path-class": "in2out",
  "worst_slack_ns": -0.0766,
  "rows": 21,
  "num_antenna_cells": 0,
  "crit_path_max_incr_delay_ns": 0.37,
  "total_power_uw": 57.3,
  "hold_end": "out[0]",
  "p_sw_uw": 15.9,
  "track_usage_pct": 2.38,
  "route.detailed.drc": 0,
  "worstSetupStartpointType": "input port",
  "first_global_vias": 234,
  "ir_worst_vdd_mv": 0.0463,
  "rsz0062_at_grt": "yes",
  "busiest_layer": "met1",
  "aoi_share_pct": 0,
  "worst_path_max_delay_cell": "fa_2",
  "worstPathCellList": "buf_6, inv_4, fa_2, inv_2, fa_2, fa_2, fa_2, fa_2, fa_2, fa_2, xor3_1, buf_2",
  "cp_max_fo": 1,
  "vias_per_cell": 2.26,
  "hold_violations": 0,
  "cp_num_buf_inv": 4,
  "cp_top_family": "adder cells",
  "ys_warn_count": 1,
  "die_h_um": 80,
  "synthDistinctLibCells": 5,
  "ant_nets": 0,
  "fillers": 398,
  "setup_violations": 2,
  "met1_usage_pct": 3.53,
  "fin_tns_setup_ns": -0.136,
  "overflow": 0,
  "leakage_uw": 0.000195,
  "initial_utilization_pct": 7.44,
  "wire_per_inst_um": 8.65,
  "fa_ha_area_share_pct": 55.2,
  "port_buffers": 25,
  "powerDensity_nw_per_um2": 113,
  "endpoint_kind": "output pin",
  "place_congestion": 0.800,
  "synth_cells": 23,
  "ys_area_um2": 254,
  "met2_usage_pct": 2.57,
  "routed_wl_um": 735,
  "die_x_um": 80,
  "use_met3_pct": 2.05,
  "netlist_area_um2": 254,
  "grt_pass1_wl_mm": 1.21,
  "syn2layout_area_growth_pct": 99.5,
  "post-route-min-period_ns": 4.48,
  "cp.required_ns": 3.52,
  "clock_buffers": 0,
  "layout.area.seq_um2": 0,
  "yosys.area_share.xor_xnor_pct": 9.36,
  "yosysCellCount": 23,
  "logic_family": "adder cells",
  "antenna_found_initial": 0,
  "hpwlAfterDp_um": 750,
  "core-area_um2": 3420,
  "drt-pass1-iter-count": 1,
  "max_cap_viol_count": 0,
  "yosys.area.top_type_share_pct": 55.2,
  "hp-start": "c3",
  "syn_avg_cell_area_um2": 11.0,
  "path_common_cell": "fa_2",
  "pwr-share-seq_pct": 0
}
==> through the flow <==
stage	cell area, um^2	instances
floorplan	269	23
global placement	509	85
detailed placement	509	85
CTS	504	85
global route	507	85
finish	507	85
==> worst max-delay path by stage <==
| stage | startpoint | to | slack, ns | cells past startpoint |
|---|---|---|---|---|
| 5_1_grt | x[0] | out[7] | -0.16 | 12 |
| 6_report | y[0] | out[7] | -0.08 | 12 |
| 4_1_cts | c3 | out[7] | -0.39 | 12 |
==> cells in the mapped netlist (all sizes together) <==
| cell | n |
|---|---|
| buf | 9 |
| fa | 7 |
| inv | 5 |
| conb | 1 |
| xor3 | 1 |
==> cells in the final DEF, fill, tap and decap left out, drive strengths merged <==
| master | n |
|---|---|
| dlygate4sd2 | 3 |
| inv | 5 |
| xor3 | 1 |
| conb | 1 |
| fa | 7 |
| clkdlybuf4s50 | 17 |
| buf | 5 |
==> timing repair <==
action                     4_1_cts  5_1_grt
pin swaps                        8        8
setup endpoints to repair        4        3
gates cloned                     0        0
resized                         29        1
==> layer usage <==
layer	up-vias	part of all wire (%)	routed length [um]
met5	-	0	0
met4	0	0	0
met3	0	26	193
met2	24	27	197
met1	82	47	343
li1	86	-	-
==> area by class of cell <==
class	instances	area (um^2)	area share (%)
multi-input cells	9	185	36.5
inverters	5	23.8	4.69
repair buffers	25	240	47.4
well taps	46	57.6	11.4
==> power groups by stage <==
stage / sequential, uW / clock, uW / combinational, uW
after CTS: 0 / 0 / 60.1
after global routing: 0 / 0 / 64.7
final: 0 / 0 / 57.3
==> kinds of logic after synthesis <==
| family | Yosys count |
|---|---|
| buf+inv | 14 |
| fa+ha+maj | 7 |
| xor+xnor | 1 |
| other cells | 1 |
No activity file was given, so power comes from the tool's default toggle rates.
